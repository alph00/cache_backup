==> design.v <==
module pc(
        input                    clk,
        input                    resetn,
        input                    en,
        input                    i_ready_1,
        input                    i_ready_2,
        input                    full,
        input                    is_branch,
        input  [31:0]            addr_branch,
        input                    is_exception,
        input  [31:0]            addr_exception,
        output  reg [31:0]       pc
);
    reg     [31:0] npc;
    always@(posedge clk) begin
        pc <= npc;
    end
    always@(*) begin
        if(!resetn)
            npc = 32'hbfc00000; 
        else if(en) begin
            if(is_exception)
                npc = addr_exception;
            else if(is_branch)
                npc = addr_branch;
            else if(full)
                npc = pc;
            else if(i_ready_1 && i_ready_2)
                npc = pc + 8;
            else if(i_ready_1 && !i_ready_2)
                npc = pc + 4;
            else
                npc = pc;
        end
        else begin
            npc = pc; 
        end
    end
endmodule
==> run.sh <==
#!/bin/bash
# OpenROAD 26Q1-2900-gdf79404cd8, Yosys 0.63+post, stock flow scripts
make -C /OpenROAD-flow-scripts/flow DESIGN_CONFIG=/design/flow/config.mk WORK_HOME=/design/flow/orfs finish
==> config.mk <==
export PLATFORM = sky130hd
export DESIGN_NAME = pc
export DESIGN_NICKNAME = pc
export VERILOG_FILES = /design/flow/design.v
export SDC_FILE = /design/flow/constraint.sdc
export NUM_CORES = 4
export LEC_CHECK = 1
export CORE_UTILIZATION = 50
==> constraint.sdc <==
current_design pc

set clk_period 4.2
set clk_io_pct 0.2

create_clock -name clk0 -period $clk_period [get_ports {clk}]

set non_clock_inputs [all_inputs -no_clocks]
set_input_delay [expr $clk_period * $clk_io_pct] -clock clk0 $non_clock_inputs
set_output_delay [expr $clk_period * $clk_io_pct] -clock clk0 [all_outputs]
==> impl_metrics.py <==
# Synthesis and PnR figures
metrics = {
    "yosys": {
        "ys_seq_share_pct": 27.1,
        "synth_cells": 312,
        "synth-warning-count": 1,
        "synth_async_sr_flop_share_pct": 0,
        "synth.distinct_cells": 59,
        "yosys-stat-area_um2": 2360,
        "edf_count": 0,
        "numSynthFlops": 32,
        "ys_cells": 312,
        "syn_area_um2": 2360,
        "synth_area_per_cell_um2": 7.58,
        "synth-main-ff-cell": "dfxtp_1",
    },
    "finish": {
        "logic_area_um2": 1600,
        "final_design_area_no_fill_um2": 3500,
        "top_register": "pc",
        "largest_reg_flops": 32,
        "final_common_cell": "clkdlybuf4s50_1",
        "drive_above_1_share_pct": 7.13,
        "area_growth_pct": 48.2,
        "fillers": 327,
        "largestRegisters": "pc (32)",
        "ff_latch_area_um2": 641,
        "mostFrequentLayoutCells": "clkdlybuf4s50_1 (103), dfxtp_1 (32), nand3_1 (31)",
    },
    "worst_setup_path": {
        "critical_path_arrival_ns": 3.06,
        "end_kind": "flop",
        "required_ns": 4.33,
        "critPathLaunchType": "input pin",
        "cp_max_fo": 34,
        "path_class": "in2reg",
    },
    "die": {
        "core_area_um2": 4440,
        "fp-row-count": 24,
        "initial_utilization_pct": 53.2,
        "die_w_um": 70.8,
        "io_pins": 104,
        "die-area_um2": 5010,
        "die-height_um": 70.8,
    },
    "run_status": {
        "outcome": "finished, final reports clean",
    },
    "flow_run": {
        "maxCapViolCount": 0,
        "openroad.warnings": 27,
    },
    "clock_network": {
        "clockBufferDepth": 2,
        "holdBufCountCts": 0,
        "cts_tree": "built",
        "clk_pin_slew_ns": 0.07,
        "cts_buffers": 5,
        "worstSkewPairLatency_ns": 0.28,
        "cts_htree_levels": 2,
        "cts_resized": 0,
        "post_cts_buffers": 0,
        "cts_sinks": 32,
        "clock-root-buffer": "clkbuf_8",
    },
    "drt": {
        "routed_wl_um": 7740,
        "post-route-drc-count": 0,
        "num_vias": 2948,
        "routedWlPerCell_um": 16.9,
        "postRouteAntennaNets": 0,
        "vias_per_cell": 6.42,
        "drtIter0Drc": 310,
        "dr.pass1.iters": 23,
        "antennaDiodeCount": 0,
    },
    "timing": {
        "finalSetupViolCount": 0,
        "fmax_ghz": 0.342,
        "rsz0062_at_grt": "no",
        "finalMaxSlewViolations": 0,
        "final-hold-violation-count": 0,
        "finalCriticalPeriod_ns": 2.93,
        "maxSlewHeadroom_pct": 39.2,
        "post-route-period-util_pct": 69.7,
        "tightest_slew_ns": 0.908,
        "fin_worst_skew_ns": 0.00488,
        "tns_ns": 0,
    },
    "placed_design": {
        "routabilityCongestion": 0.932,
        "io_buffers": 103,
        "place_area_um2": 3430,
        "dp_hpwl_um": 5390,
    },
    "global_route": {
        "antenna_found_initial": 0,
        "grt_max_degree": 35,
        "grt_pass1_wl_um": 12800,
        "grt_pass1_vias": 2658,
        "grt.overflow.total": 0,
        "track_usage_pct": 32.4,
    },
    "power_and_ir_drop": {
        "peakVddDrop_uv": 201,
        "power-per-cell-area_nw_per_um2": 236,
        "p_leak_uw": 0.00124,
    },
    "hold_path": {
        "min_path_type": "reg2reg",
    },
}
critical path: stages:
cell and delay [ns]:
clkdlybuf4s50_1 0.41, or2_2 0.47, o21ai_4 0.79, nor2_1 0.12
a211oi_1 0.24, o311ai_0 0.18
power by group:
group | total (uW) | internal (uW) | switching, uW
clock network | 229 | 113 | 116
registers | 357 | 325 | 32.1
logic | 239 | 145 | 94.8
total | 826 | 583 | 243
path summary, 6_finish.rpt:
path	startpoint	end	slack [ns]	cells after the start
max	is_branch	pc[28]$_SDFFE_PN1P_	1.27	6
min	pc[20]$_SDFFE_PN0P_	pc[20]$_SDFFE_PN0P_	0.53	1
max reg2reg	pc[3]$_SDFFE_PN0P_	pc[22]$_SDFFE_PN1P_	1.96	6
min reg2reg	pc[20]$_SDFFE_PN0P_	pc[20]$_SDFFE_PN0P_	0.53	1
layer usage:
metal,vias to the layer above,GRT usage [%],wire [um]
li1,1415,-,-
met1,1328,46.1,3150
met2,198,52.2,3630
met3,7,7.51,889
met4,0,5.78,72
met5,-,0,0
stage by stage:
step	util (%)	instances	hold slack (ns)	setup slack, ns	power, uW
global route	78.9	459	0.563	1.15	870
CTS	78.9	459	0.518	1.31	824
finish	78.9	459	0.528	1.27	826
detailed placement	77.1	452	0.501	1.03	599
floorplan	-	312	0.454	1.92	460
global placement	77.1	452	0.488	1.02	597
Yosys cell counts, drive strengths merged (2+ instances only):
master	n	area share (%)
a211oi	5	1.6
a21boi	2	0.63
a21o	3	0.95
a21oi	20	4.2
a221o	2	0.85
a221oi	5	1.9
a222oi	4	1.7
a22o	10	3.7
a22oi	6	1.9
a31o	2	0.74
a31oi	7	1.9
and2	3	0.79
and3	6	1.6
buf	8	1.7
clkbuf	16	2.5
dfxtp	32	27
ha	2	1.1
inv	4	0.63
mux2i	2	0.85
nand2	23	3.8
nand2b	3	0.79
nand3	31	6.6
nand3b	2	0.63
nand4	13	4.7
nor2	26	4.1
nor2b	3	0.79
nor3	3	0.85
nor4	4	2.0
o211ai	5	1.6
o21a	2	0.63
o21ai	28	6.4
o22ai	2	0.53
o311ai	4	1.5
o31ai	3	0.95
or2	2	0.53
or4	4	1.3
cell families after synthesis:
kind of cell | share of synthesized area (%)
adder cells (fa/ha/maj) | 1.06
flip-flops | 27.1
AND/OR/NAND/NOR | 28.4
AND-OR/OR-AND | 37.1
buffers and inverters | 5.08
multiplexers | 1.32
area by class of cell:
class                      instances  share of cell area [%]
timing repair buffer             112                    31.3
clock buffer                       6                    2.07
multi-input combinational        251                    45.8
sequential                        32                    18.3
clock inverter                     1                   0.143
inverter                           5                   0.536
tap                               52                    1.86
Power is estimated from default activity; no workload was simulated.
